===== flow/config.mk =====
export PLATFORM = sky130hd
export DESIGN_NAME = fenpin
export DESIGN_NICKNAME = fenpin
export VERILOG_FILES = /design/flow/design.v
export SDC_FILE = /design/flow/constraint.sdc
export NUM_CORES = 4
export LEC_CHECK = 1
export CORE_AREA = 10 10 70 70
export DIE_AREA = 0 0 80 80

===== flow/design.v =====
module fenpin ( clk,clk_450KHz,rst ); 
input            clk ;         
input            rst ;         
output			 clk_450KHz;
reg     [5:0]    psc_450KHz;	
reg  		     reg_450KHz = 1'b1;
always @ (posedge clk or negedge rst)  
begin
	if ( rst == 1'b0 ) begin
		psc_450KHz <= 6'd0;
		reg_450KHz <= 1'b0;
	end
	else begin
		psc_450KHz <= psc_450KHz + 1'b1;
		if ( ( psc_450KHz >= 6'd56) && ( rst == 1'b1 ) ) begin
			psc_450KHz <= 6'd0;
			reg_450KHz = ~reg_450KHz;
		end
	end			
end
assign  clk_450KHz = reg_450KHz; 
endmodule

===== flow/run.sh =====
#!/bin/bash
# OpenROAD 26Q1-2900-gdf79404cd8, Yosys 0.63+post, stock flow scripts
make -C /OpenROAD-flow-scripts/flow DESIGN_CONFIG=/design/flow/config.mk WORK_HOME=/design/flow/orfs finish

===== flow/constraint.sdc =====
current_design fenpin

set clk_period 1.5
set clk_io_pct 0.2

create_clock -name clk0 -period $clk_period [get_ports {clk}]

set non_clock_inputs [all_inputs -no_clocks]
set_input_delay [expr $clk_period * $clk_io_pct] -clock clk0 $non_clock_inputs
set_output_delay [expr $clk_period * $clk_io_pct] -clock clk0 [all_outputs]

==> datasheet_impl.txt <==
Physical design parameters

Parameter                              Value

Critical path
  Largest stage delay on the critical path    approximately 0.47 ns
  List of cells traversed by the critical path    clkdlybuf4s50_1
  Endpoint kind of the worst setup timing path    output port
  Data arrival time of the critical path    roughly 1.1 ns
  Required @ worst endpoint    1.20 ns
  Crit start category    flip-flop
  CP Buf/Inv Count    1
  Highest fanout seen on the critical path    2
  Critical Path Slowest Stage Cell    clkdlybuf4s50_1
  Critical Setup Path Class    reg -> out
  Critical path's top delay family    buffers and inverters

Power
  Leakage Power    0.000203 uW
  Total power consumption of the routed design    ~850 uW
  IR drop worst, VDD    approximately 0.91 mV
  Areal power density over the cells    ~1900 mW/mm^2

GRT
  Wire length of the first global-routing pass    959 um
  Via count of the first global-routing pass    220
  Largest net degree at the start of global routing    8
  Congestion Overflow GR    0
  Global Route Usage Sum    between 1.5 and 2%
  Number of antenna violations at the first check in global routing    0

Detailed routing
  Iteration count of the initial detailed-routing pass    2
  Violation tally from detailed-route iteration zero    3
  Vias    207
  Diode count    0
  Detail Route Antenna Nets    0
  DRC violations left    0
  Average routed wire per standard cell    6.27 um
  Wire length reported by the detailed router    514 um
  Vias per cell    approximately 2.5

Final timing
  Worst Tran Pin Value    0.212 ns
  Aggregate negative setup slack    0 ns
  Final hold violation count    0
  Setup Viol. Count Final    0
  Time the final worst path needs with I/O delays and setup    about 1.4 ns
  Relative slew margins    85.7%
  Final period util    between 90% and 100%
  Unrepaired setup endpoints after global routing    no
  Max-slew violation count    0
  Post-route clock skew    0.00935 ns
  Highest attainable clock frequency    727 MHz

Floorplanning
  Number of placement rows    21
  Area of the die    approximately 0.0064 sq mm
  Placeable core area    about 0.0034 sq mm
  Floorplan die width    80 um
  Floorplan-stage core utilization    under 10%
  Count of boundary I/O pins    3
  Die extent in y    about 80 um

CTS
  Setup bufs post-CTS    0
  Post-cts sizing count    0
  Cell at the root of the clock tree    clkbuf_4
  Total of hold buffers inserted after clock tree synthesis    0
  Number of clock buffers inserted by TritonCTS    3
  Number of H-tree levels    1
  Clock transition at the register clock pins on the worst setup and hold paths after CTS    roughly 0.060 ns
  Total number of clock tree sinks    7
  Clock latency at the later pin of the worst-skew pair    about 0.25 ns
  Bufs on Longest Clock Path    2
  CTS tree    yes

Logic synthesis
  XOR/XNOR Area Share    12.9%
  Mapped Area    330 sq um
  Proportion of synthesized chip area in sequential cells    53.0%
  Cell count after synthesis    28
  Adder Share, Synth    under 10%
  Number of different library cells in the post-synthesis netlist    15
  Average footprint of a synthesized cell    about 12 sq um
  Area fraction in mux cells    0%
  Count of synthesis-stage warnings from yosys    1
  Compound Share, Synth    under 10%
  Biggest combinational cell group after synthesis    simple AND/OR/NAND/NOR gates
  Simple-gate share of the synthesized area    a little under a fifth
  Cell count in the Yosys report    28
  Chip area line of the yosys report    330 sq um
  Flops & latches, synth    7

Layout
  Post-Route Utilization    a little over an eighth
  Final design instance area without fill    about 450 sq um
  Share of post-route cells with drive strength above 1    22.2%
  Filler cell count    402
  Area Overhead vs Synth    36.0%
  Filler-free cell count of the finished design    slightly above 80

Min path
  Class of the tightest hold or removal check    in -> async

Status
  Result of the run    finished, final reports clean

Run
  Total of max-cap violations    0
  Stage-log warning count    27

Place
  Weighted congestion at the end of routability-driven global placement    0.777
  Detailed-placement wirelength estimate    roughly 370 um
  Placed Cells    between 70 and 80
  Post-place instance area    415 sq um
  Number of buffers inserted by port buffering    2
## worst paths after layout
kind,start,endpoint,slack [ns],depth (start not counted)
max in group asynchronous,rst,psc_450KHz[4],0.98,2
min in group clk0,psc_450KHz[5],psc_450KHz[5],0.49,1
hold / removal,rst,psc_450KHz[1],0.39,2
setup / recovery,reg_450KHz,clk_450KHz,0.12,1
hold reg to reg,psc_450KHz[5],psc_450KHz[5],0.49,1
setup reg to reg,psc_450KHz[0],psc_450KHz[4],0.43,4
## layer usage
metal | vias to the layer above | track usage, % | wire [um]
met3 | 0 | 1.59 | 56
met2 | 6 | 2.33 | 179
met4 | 0 | 0.176 | 0
met5 | - | 0 | 0
li1 | 105 | - | -
met1 | 96 | 2.56 | 278
## cell type report
class                           count  area (sq um)  area share [%]
Sequential cell                     7           175            39.0
Multi-Input combinational cell     19           148            32.9
Tap cell                           46          57.6            12.8
Timing Repair Buffer                4          35.0            7.80
Clock buffer                        4          26.3            5.85
Inverter                            2          7.51            1.67
## cells by family (layout without fill, tap and decap cells)
family                   count (synthesis)  after routing
buffers and inverters                    2             10
XOR/XNOR                                 4              4
AND/OR/NAND/NOR                         10             10
flip-flops                               7              7
AND-OR/OR-AND                            3              3
adder cells (fa/ha/maj)                  2              2
## Yosys cell counts
cell type,n,area [sq um]
nor2_1,4,15.0
dfrtp_1,7,175
xor2_1,2,17.5
a31oi_1,1,6.26
o31ai_1,1,7.51
o21ai_0,1,5.00
nor2b_1,1,6.26
nand2_1,1,3.75
nor2_8,1,20.0
xor2_2,1,16.3
nand2_2,1,6.26
inv_1,2,7.51
ha_1,2,25.0
nand3_1,2,10.0
xnor2_1,1,8.76
## per-stage QoR
step | worst slack [ns] | hold slack [ns]
after floorplan | 0.492 | 0.00441
after global placement | 0.186 | 0.468
after detailed placement | 0.173 | 0.472
after CTS | 0.0446 | 0.400
after global routing | 0.0598 | 0.407
final | 0.124 | 0.393
## cell usage in the layout (no fill, tap or decap), types with 2 or more instances in the layout
master	netlist	routed
inv_1	2	2
clkbuf_4	0	3
ha_1	2	2
nand3_1	2	2
clkdlybuf4s50_1	0	2
xor2_1	2	2
buf_4	0	2
dfrtp_1	7	7
nor2_1	4	4
## sequential cells by signal, indices dropped and copies added (netlist names)
name / flops
psc_450KHz: 6
reg_450KHz: 1
## report_power, final
| group | internal [uW] | switching [uW] |
|---|---|---|
| clock network | 101 | 66.5 |
| registers | 288 | 87.7 |
| logic | 160 | 144 |
| total | 550 | 299 |
Power is estimated from default activity; no workload was simulated.
