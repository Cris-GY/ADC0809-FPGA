<file path="flow/run.sh">
#!/bin/bash
# OpenROAD 26Q1-2900-gdf79404cd8, Yosys 0.63+post, stock flow scripts
make -C /OpenROAD-flow-scripts/flow DESIGN_CONFIG=/design/flow/config.mk WORK_HOME=/design/flow/orfs finish
</file>
<file path="flow/config.mk">
export PLATFORM = sky130hd
export DESIGN_NAME = kongzhi
export DESIGN_NICKNAME = kongzhi
export VERILOG_FILES = /design/flow/design.v
export SDC_FILE = /design/flow/constraint.sdc
export NUM_CORES = 4
export LEC_CHECK = 1
export CORE_AREA = 10 10 98 98
export DIE_AREA = 0 0 108 108
</file>
<file path="flow/constraint.sdc">
current_design kongzhi

set clk_period 1.5
set clk_io_pct 0.2

create_clock -name clk0 -period $clk_period [get_ports {clk}]

set non_clock_inputs [all_inputs -no_clocks]
set_input_delay [expr $clk_period * $clk_io_pct] -clock clk0 $non_clock_inputs
set_output_delay [expr $clk_period * $clk_io_pct] -clock clk0 [all_outputs]
</file>
<file path="flow/design.v">
module kongzhi ( ALE,OE,DATA,EOC,clk,START,rst,ADC_DATAOUT,oe_r,testled );
input            EOC ;       
input            clk ;         
input            rst ;         
input    [7:0]    DATA ;      
output          ALE ;  
output          OE ;                       
output          START ;                   
output    [7:0]    ADC_DATAOUT ;
output    oe_r ;
output    testled;
parameter   st0 = 3'b000,  
            st1 = 3'b001,
            st2 = 3'b010,
            st3 = 3'b011,
            st4 = 3'b100,
            st5 = 3'b101,
            st6 = 3'b110;
reg    [2:0]    p_state = 3'b000  ;
reg    [7:0]    reg_adc;  
reg    [2:0]    n_state = 3'b000 ;            
reg             ale_r    ;  
reg             start_r    ;   
reg             oe_r    ;  
reg     [7:0]    prescaler ; 
reg			     ledgreen = 1'b0;
always @ (posedge clk or negedge rst)
begin
	if ( rst== 1'b0 ) begin
		p_state <= st0    ;      
        prescaler <= 8'b0  ;		 
    end
    else    begin 
        prescaler <= prescaler + 1'b1;
        if ( ( prescaler >= 8'b0011_1000)  ) begin  
			prescaler <= 8'b0;
            p_state <= n_state;       
        end      
    end
end     
always @ ( EOC ,p_state ,rst )  
begin
	if ( rst== 1'b0 ) begin
	reg_adc = 8'b0;
	ledgreen	<= 1'b1;
	end
	else
	begin
	case ( p_state ) 
		st0 :begin    
            ale_r <= #1 1'b0;
             start_r <= #1 1'b0;
            oe_r <= #1 1'b0;
            n_state <=#1 st1;
				ledgreen	<= 1'b0;
        end 
        st1 :begin   
            ale_r <= #1 1'b1;
             start_r <= #1 1'b0;
            oe_r <= #1 1'b0;
            n_state <=#1 st2;  
        end
        st2 :begin    
            ale_r <= #1 1'b0;
             start_r <= #1 1'b1;    
            oe_r <= #1 1'b0;
            n_state <=#1 st3; 
        end
        st3 :begin   
            ale_r <= #1 1'b0;
             start_r <= #1 1'b0;    
            oe_r <= #1 1'b0; 
            if ( EOC == 1'b1 )  
                n_state <=#1 st3;  
            else
                n_state <=#1 st4;  
            end      
        st4 :begin
             ale_r <= #1 1'b0;
             start_r <= #1 1'b0;    
            oe_r <= #1 1'b0; 
            if ( EOC == 1'b0 )
				    n_state <=#1 st4;   
            else
				    n_state <=#1 st5;   
        end      
        st5 :begin
             ale_r <= #1 1'b0;
             start_r <= #1 1'b0;    
            oe_r <= #1 1'b1;    
				ledgreen	<= 1'b1;
            n_state <=#1 st6; 
        end     
        st6 :begin
             ale_r <= #1 1'b0;
             start_r <= #1 1'b0;    
            oe_r <= #1 1'b1; 
				reg_adc <= DATA ;  
            n_state <=#1 st0;  
        end    
        default :begin
             ale_r <= #1 1'b0;  
             start_r <= #1 1'b0;    
            oe_r <= #1 1'b0; 
            n_state <=#1 st0; 
        end
	endcase
	end
end    
assign	ALE = ale_r    ;        
assign  OE = oe_r     ;
assign  START = start_r     ;
assign	testled = ledgreen; 
assign   ADC_DATAOUT = reg_adc;
endmodule
</file>
==> reports/README.md <==
| Group | Metric | Reported |
| --- | --- | --- |
| cts | # hold bufs at CTS | 0 |
| status | Outcome | complete, no violations |
| floorplan | Fp_density | 10.86% |
| setup path | Crit path buffers/inverters | 0 |
| place | Hpwl dp | 1260 µm |
| synthesis | Post-Syn Area per Cell | 10.13 µm² |
| run | Total of max-cap violations | 0 |
| synthesis | Register bit count reported by yosys | 26 |
| run | Tally of OpenROAD warnings | 27 |
| grt | Initial antenna violation count | 0 |
| cts | # Post-CTS Setup Buffers | 0 |
| floorplan | # rows | 32 |
| setup path | CP cell instances | a311o_1 > mux2_4 |
| synthesis | Cell area after synthesis | 830.8 µm² |
| setup path | Crit-path slowest cell | sky130_fd_sc_hd__a311o_1 |
| cts | H-Tree Depth | 1 |
| final timing | Register pins left without a clock | 15 |
| floorplan | Number of top-level pins | 24 |
| floorplan | Core box area | 7647 µm² |
| synthesis | Async SR Flop Fraction | 42.31% |
| power | Power density of the placed cells | 634.7 nW/µm² |
| synthesis | Dominant cell by count in the synthesized netlist | sky130_fd_sc_hd__dfrtp_1 |
| drt | Number of remaining DRC errors | 0 |
| grt | Total routing resource utilization after global routing | 2.778% |
| cts | CTS tree | built |
| setup path | Data arrival at the endpoint of the critical path | 1.41 ns |
| power | Static leakage power | 0.5066 nW |
| drt | Ant. Diodes | 0 |
| power | Maximum vdd ir drop | 257.7 µV |
| final timing | Count of endpoints without a timing constraint | 28 |
| synthesis | Synth top area cells | sky130_fd_sc_hd__dfrtp_1 (33%), sky130_fd_sc_hd__dlxtn_1 (16%), sky130_fd_sc_hd__dlxtp_1 (11%) |
| synthesis | Number of distinct library cells after synthesis | 26 |
| drt | Initial DRC Count | 14 |
| setup path | Worst R2R Setup Slack | 0.22 ns |
| final layout | Filler instances | 843 |
| grt | First-pass GRT wire length | 2684 µm |
| setup path | Worst R2R Path Depth | 2 |
| place | Number of cells in the design after placement | 207 |
| setup path | Type of the worst setup path | reg -> reg |
| setup path | Worst reg2reg path endpoint | p_state[0] |
| cts | Skew-Pair Late Insertion Delay | 0.24 ns |
| synthesis | Count of instantiated cells in the yosys netlist | 82 |
| synthesis | Biggest area consumer among synthesized cells | sky130_fd_sc_hd__dfrtp_1 |
| floorplan | Overall die area | 11660 µm² |
| cts | Number of cells upsized or downsized after cts | 0 |
| final timing | Setup tns final | 0 ns |
| final timing | Maximum frequency from static timing analysis | 779.0 MHz |
| synthesis | Yosys warns | 1 |
| final layout | Layout cells sized above 1 | 5.505% |
| grt | Via count of the first global-routing pass | 597 |
| drt | Via count of the routed design | 599 |
| cts | Maximum buffer depth of the clock tree | 2 |
| drt | Number of search-and-repair iterations in the first detailed-routing pass | 4 |
| final layout | Non-filler instance count after layout | 211 |
| setup path | Max stage delay on crit path | 0.45 ns |
| place | Placer Congestion | 0.7845 |
| synthesis | Post-synthesis instance total | 82 |
| power | Total Power | 0.0007807 W |
| final timing | Setup repair after global routing missed its margin | false |
| floorplan | Die outline width | 108 µm |
| setup path | Maximum fanout encountered on the critical timing path | 5 |
| drt | Antenna violation net count after detailed routing | 0 |
| setup path | Reg-to-reg startpoint | prescaler[3] |
| worst hold path | Tightest Hold Check Type | in -> async |
| final layout | Post-synthesis to final-layout area growth | 48.04% |
| cts | Clock-pin slew of the registers on the worst-case setup and hold paths | 0.05 ns |
| final timing | Portion of the clock cycle consumed by the worst path in the final layout | 85.58% |
| grt | Global route overflow | 0 |
| setup path | Kind of start point of the critical path | flip-flop |
| drt | Via-to-Cell Ratio | 2.839 |
| grt | Maximum number of pins on one net before global-route repair | 29 |
| final timing | Worst clock skew | 0.007118 ns |
| setup path | Cell family with the largest share of critical-path delay | AND-OR/OR-AND gates |
| synthesis | Most used flip-flop cell | sky130_fd_sc_hd__dfrtp_1 |
| final timing | Post-layout min period | 1.284 ns |
| setup path | Required @ worst endpoint | 1.62 ns |
| final timing | Hold Violations, Final | 0 |
| place | PortBufs | 23 |
| synthesis | Chip Area, Yosys | 830.8 µm² |
| synthesis | Area share of the largest cell type after synthesis | 33.13% |
| setup path | Type of element capturing the critical path | flip-flop |
| drt | Wire length after detailed routing | 1631 µm |
| drt | WL/cell | 7.730 µm |
| final timing | Count of final setup violators | 0 |
| floorplan | Y dimension of the die | 108 µm |
| synthesis | Leading cell types by count after synthesis | sky130_fd_sc_hd__dfrtp_1 (11), sky130_fd_sc_hd__dlxtn_1 (9), sky130_fd_sc_hd__and2_1 (8) |
| final timing | Pins over their slew limit | 0 |
| cts | Clock root buffer | sky130_fd_sc_hd__clkbuf_8 |
| synthesis | Number of enable flip-flop cells | 0 |
| setup path | Beginning of the critical path | prescaler[3] |
| cts | Number of buffers created by CTS | 3 |
==> cell families (layout without fill, tap and decap cells) <==
group                    after synthesis  count (layout)  share of synthesized area [%]
multiplexers                           1               1                          1.807
flip-flops                            11              11                          33.13
latches                               15              15                          27.11
AND/OR/NAND/NOR                       27              27                          15.97
XOR/XNOR                               4               4                          4.218
other                                  1               2                         0.4514
buffers and inverters                  9              35                          5.421
adder cells (fa/ha/maj)                2               2                          3.012
AND-OR/OR-AND                         12              12                          8.887
==> through the flow <==
| step | util (%) | area [µm²] | worst slack (ns) | hold WS, ns |
|---|---|---|---|---|
| finish | 16.08 | 1230 | 0.2162 | 0.4119 |
| global route | 16.08 | 1230 | 0.1349 | 0.4372 |
| CTS | 16.08 | 1230 | 0.2208 | 0.4247 |
| detailed placement | 15.49 | 1185 | 0.2317 | 0.4249 |
| global placement | 15.49 | 1185 | 0.2532 | 0.4319 |
| floorplan | - | 834.6 | 0.2120 | 0.004409 |
==> flip-flops by register name, summed over array words and instances (netlist names) <==
| name | flops |
|---|---|
| ledgreen | 1 |
| n_state | 3 |
| ale_r | 1 |
| p_state | 3 |
| prescaler | 8 |
| reg_adc | 8 |
| start_r | 1 |
| oe_r | 1 |
==> per-layer routing <==
| layer | up-vias | wire (µm) | GRT usage (%) |
|---|---|---|---|
| met5 | - | 0 | 0 |
| met4 | 0 | 0 | 0.1908 |
| met3 | 0 | 257 | 1.807 |
| met2 | 27 | 517 | 3.621 |
| met1 | 262 | 856 | 3.905 |
| li1 | 310 | - | - |
==> area by class of cell <==
cell class                      count  area [µm²]  area share [%]
Sequential cell                    26       500.5           40.69
Multi-Input combinational cell     48       289.0           23.50
Timing Repair Buffer               25       245.2           19.94
Tap cell                          102       127.6           10.38
Clock buffer                        4       45.04           3.662
Inverter                            6       22.52           1.831
==> placed cells by master (no fill, tap or decap), drive strengths merged <==
cell type and instances:
xnor2 2, o22ai 1, inv 6, dlxtp 6, o21a 1, a21oi 2, a21boi 1, o21ai 5
clkbuf 4, a211oi 1, conb 2, a311o 1, buf 2, clkdlybuf4s50 23, mux2 1, and2 8
or3 1, nor2b 1, nor2 7, xor2 2, nand2b 1, ha 2, dlxtn 9, nand2 6
nand3 3, dfrtp 11
==> where the power goes <==
part | total, W | internal, W | leakage (nW) | switching [W]
Combinational | 0.000124 | 0.0000719 | 0.224 | 0.0000520
Clock | 0.000290 | 0.000186 | 0.0228 | 0.000104
Sequential | 0.000367 | 0.000349 | 0.260 | 0.0000179
==> worst max path at each step <==
stage,end,slack (ns),cells after the start
CTS,p_state[0],0.22,2
global route,p_state[1],0.13,3
finish,p_state[0],0.22,2
Power is estimated from default activity; no workload was simulated.
